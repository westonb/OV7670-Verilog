$ cat run.sh
#!/bin/bash
# OpenROAD 26Q1-2900-gdf79404cd8, Yosys 0.63+post, stock flow scripts
make -C /OpenROAD-flow-scripts/flow DESIGN_CONFIG=/design/flow/config.mk WORK_HOME=/design/flow/orfs finish
$ cat config.mk
export PLATFORM = sky130hd
export DESIGN_NAME = camera_configure
export DESIGN_NICKNAME = camera_configure
export VERILOG_FILES = /design/flow/design.v
export SDC_FILE = /design/flow/constraint.sdc
export NUM_CORES = 4
export LEC_CHECK = 1
export CORE_UTILIZATION = 50
$ cat constraint.sdc
current_design camera_configure

set clk_period 8.1
set clk_io_pct 0.2

create_clock -name clk0 -period $clk_period [get_ports {clk}]

set non_clock_inputs [all_inputs -no_clocks]
set_input_delay [expr $clk_period * $clk_io_pct] -clock clk0 $non_clock_inputs
set_output_delay [expr $clk_period * $clk_io_pct] -clock clk0 [all_outputs]
$ cat design.v
`timescale 1ns / 1ps
module OV7670_config
#(
    parameter CLK_FREQ = 25000000
)
(
    input wire clk,
    input wire SCCB_interface_ready,
    input wire [15:0] rom_data,
    input wire start,
    output reg [7:0] rom_addr,
    output reg done,
    output reg [7:0] SCCB_interface_addr,
    output reg [7:0] SCCB_interface_data,
    output reg SCCB_interface_start
    );
    initial begin
        rom_addr = 0;
        done = 0;
        SCCB_interface_addr = 0;
        SCCB_interface_data = 0;
        SCCB_interface_start = 0;
    end
    localparam FSM_IDLE = 0;
    localparam FSM_SEND_CMD = 1;
    localparam FSM_DONE = 2;
    localparam FSM_TIMER = 3;
    reg [2:0] FSM_state = FSM_IDLE;
    reg [2:0] FSM_return_state;
    reg [31:0] timer = 0; 
    always@(posedge clk) begin
        case(FSM_state)
            FSM_IDLE: begin 
                FSM_state <= start ? FSM_SEND_CMD : FSM_IDLE;
                rom_addr <= 0;
                done <= start ? 0 : done;
            end
            FSM_SEND_CMD: begin 
                case(rom_data)
                    16'hFFFF: begin  
                        FSM_state <= FSM_DONE;
                    end
                    16'hFFF0: begin  
                        timer <= (CLK_FREQ/100);  
                        FSM_state <= FSM_TIMER;
                        FSM_return_state <= FSM_SEND_CMD;
                        rom_addr <= rom_addr + 1;
                    end
                    default: begin  
                        if (SCCB_interface_ready) begin
                            FSM_state <= FSM_TIMER;
                            FSM_return_state <= FSM_SEND_CMD;
                            timer <= 0;  
                            rom_addr <= rom_addr + 1;
                            SCCB_interface_addr <= rom_data[15:8];
                            SCCB_interface_data <= rom_data[7:0];
                            SCCB_interface_start <= 1;
                        end
                    end
                endcase
            end
            FSM_DONE: begin  
                FSM_state <= FSM_IDLE;
                done <= 1;
            end
            FSM_TIMER: begin  
                FSM_state <= (timer == 0) ? FSM_return_state : FSM_TIMER;
                timer <= (timer==0) ? 0 : timer - 1;
                SCCB_interface_start <= 0;
            end
        endcase
    end
endmodule
`timescale 1ns / 1ps
module OV7670_config_rom(
    input wire clk,
    input wire [7:0] addr,
    output reg [15:0] dout
    );
    always @(posedge clk) begin
    case(addr) 
    0:  dout <= 16'h12_80;  
    1:  dout <= 16'hFF_F0;  
    2:  dout <= 16'h12_04;  
    3:  dout <= 16'h11_80;  
    4:  dout <= 16'h0C_00;  
    5:  dout <= 16'h3E_00;  
    6:  dout <= 16'h04_00;  
    7:  dout <= 16'h40_d0;  
    8:  dout <= 16'h3a_04;  
    9:  dout <= 16'h14_18;  
    10: dout <= 16'h4F_B3;  
    11: dout <= 16'h50_B3;  
    12: dout <= 16'h51_00;  
    13: dout <= 16'h52_3d;  
    14: dout <= 16'h53_A7;  
    15: dout <= 16'h54_E4;  
    16: dout <= 16'h58_9E;  
    17: dout <= 16'h3D_C0;  
    18: dout <= 16'h17_14;  
    19: dout <= 16'h18_02;  
    20: dout <= 16'h32_80;  
    21: dout <= 16'h19_03;  
    22: dout <= 16'h1A_7B;  
    23: dout <= 16'h03_0A;  
    24: dout <= 16'h0F_41;  
    25: dout <= 16'h1E_00;  
    26: dout <= 16'h33_0B;  
    27: dout <= 16'h3C_78;  
    28: dout <= 16'h69_00;  
    29: dout <= 16'h74_00;  
    30: dout <= 16'hB0_84;  
    31: dout <= 16'hB1_0c;  
    32: dout <= 16'hB2_0e;  
    33: dout <= 16'hB3_80;  
    34: dout <= 16'h70_3a;
    35: dout <= 16'h71_35;
    36: dout <= 16'h72_11;
    37: dout <= 16'h73_f0;
    38: dout <= 16'ha2_02;
    39: dout <= 16'h7a_20;
    40: dout <= 16'h7b_10;
    41: dout <= 16'h7c_1e;
    42: dout <= 16'h7d_35;
    43: dout <= 16'h7e_5a;
    44: dout <= 16'h7f_69;
    45: dout <= 16'h80_76;
    46: dout <= 16'h81_80;
    47: dout <= 16'h82_88;
    48: dout <= 16'h83_8f;
    49: dout <= 16'h84_96;
    50: dout <= 16'h85_a3;
    51: dout <= 16'h86_af;
    52: dout <= 16'h87_c4;
    53: dout <= 16'h88_d7;
    54: dout <= 16'h89_e8;
    54: dout <= 16'h13_e0;  
    55: dout <= 16'h00_00;  
    56: dout <= 16'h10_00;  
    57: dout <= 16'h0d_40;  
    58: dout <= 16'h14_18;  
    59: dout <= 16'ha5_05;  
    60: dout <= 16'hab_07;  
    61: dout <= 16'h24_95;  
    62: dout <= 16'h25_33;  
    63: dout <= 16'h26_e3;  
    64: dout <= 16'h9f_78;  
    65: dout <= 16'ha0_68;  
    66: dout <= 16'ha1_03;  
    67: dout <= 16'ha6_d8;  
    68: dout <= 16'ha7_d8;  
    69: dout <= 16'ha8_f0;  
    70: dout <= 16'ha9_90;  
    71: dout <= 16'haa_94;  
    72: dout <= 16'h13_e5;  
    default: dout <= 16'hFF_FF;          
    endcase
    end
endmodule
`timescale 1ns / 1ps
module SCCB_interface
#(
    parameter CLK_FREQ = 25000000,
    parameter SCCB_FREQ = 100000
)
(
    input wire clk,
    input wire start,
    input wire [7:0] address,
    input wire [7:0] data,
    output reg ready,
    output reg SIOC_oe,
    output reg SIOD_oe
    );
    localparam CAMERA_ADDR = 8'h42;
    localparam FSM_IDLE = 0;
    localparam FSM_START_SIGNAL = 1;
    localparam FSM_LOAD_BYTE = 2;
    localparam FSM_TX_BYTE_1 = 3;
    localparam FSM_TX_BYTE_2 = 4;
    localparam FSM_TX_BYTE_3 = 5;
    localparam FSM_TX_BYTE_4 = 6;
    localparam FSM_END_SIGNAL_1 = 7;
    localparam FSM_END_SIGNAL_2 = 8;
    localparam FSM_END_SIGNAL_3 = 9;
    localparam FSM_END_SIGNAL_4 = 10;
    localparam FSM_DONE = 11;
    localparam FSM_TIMER = 12;
    initial begin 
        SIOC_oe = 0;
        SIOD_oe = 0;
        ready = 1;
    end
    reg [3:0] FSM_state = 0;
    reg [3:0] FSM_return_state = 0;
    reg [31:0] timer = 0;
    reg [7:0] latched_address;
    reg [7:0] latched_data; 
    reg [1:0] byte_counter = 0;
    reg [7:0] tx_byte = 0;
    reg [3:0] byte_index = 0;
    always@(posedge clk) begin
        case(FSM_state) 
            FSM_IDLE: begin
                byte_index <= 0;
                byte_counter <= 0;
                if (start) begin 
                    FSM_state <= FSM_START_SIGNAL;
                    latched_address <= address;
                    latched_data <= data;
                    ready <= 0;
                end
                else begin
                    ready <= 1;
                end
            end
            FSM_START_SIGNAL: begin  
                FSM_state <= FSM_TIMER;
                FSM_return_state <= FSM_LOAD_BYTE;
                timer <= (CLK_FREQ/(4*SCCB_FREQ));
                SIOC_oe <= 0;
                SIOD_oe <= 1;
            end
            FSM_LOAD_BYTE: begin  
                FSM_state <= (byte_counter == 3) ? FSM_END_SIGNAL_1 : FSM_TX_BYTE_1;
                byte_counter <= byte_counter + 1;
                byte_index <= 0;  
                case(byte_counter)
                    0: tx_byte <= CAMERA_ADDR;
                    1: tx_byte <= latched_address;
                    2: tx_byte <= latched_data;
                    default: tx_byte <= latched_data;
                endcase
            end
            FSM_TX_BYTE_1: begin  
                FSM_state <= FSM_TIMER;
                FSM_return_state <= FSM_TX_BYTE_2;
                timer <= (CLK_FREQ/(4*SCCB_FREQ));
                SIOC_oe <= 1; 
            end
            FSM_TX_BYTE_2: begin  
                FSM_state <= FSM_TIMER;
                FSM_return_state <= FSM_TX_BYTE_3;
                timer <= (CLK_FREQ/(4*SCCB_FREQ));  
                SIOD_oe <= (byte_index == 8) ? 0 : ~tx_byte[7];  
            end
            FSM_TX_BYTE_3: begin  
                FSM_state <= FSM_TIMER;
                FSM_return_state <= FSM_TX_BYTE_4;
                timer <= (CLK_FREQ/(2*SCCB_FREQ));
                SIOC_oe <= 0;  
            end
            FSM_TX_BYTE_4: begin  
                FSM_state <= (byte_index == 8) ? FSM_LOAD_BYTE : FSM_TX_BYTE_1;
                tx_byte <= tx_byte<<1;  
                byte_index <= byte_index + 1;
            end
            FSM_END_SIGNAL_1: begin  
                FSM_state <= FSM_TIMER;
                FSM_return_state <= FSM_END_SIGNAL_2;
                timer <= (CLK_FREQ/(4*SCCB_FREQ));
                SIOC_oe <= 1;
            end
            FSM_END_SIGNAL_2: begin  
                FSM_state <= FSM_TIMER;
                FSM_return_state <= FSM_END_SIGNAL_3;
                timer <= (CLK_FREQ/(4*SCCB_FREQ));
                SIOD_oe <= 1;
            end
            FSM_END_SIGNAL_3: begin  
                FSM_state <= FSM_TIMER;
                FSM_return_state <= FSM_END_SIGNAL_4;
                timer <= (CLK_FREQ/(4*SCCB_FREQ));
                SIOC_oe <= 0;
            end
            FSM_END_SIGNAL_4: begin  
                FSM_state <= FSM_TIMER;
                FSM_return_state <= FSM_DONE;
                timer <= (CLK_FREQ/(4*SCCB_FREQ));
                SIOD_oe <= 0;
            end
            FSM_DONE: begin  
                FSM_state <= FSM_TIMER;
                FSM_return_state <= FSM_IDLE;
                timer <= (2*CLK_FREQ/(SCCB_FREQ));
                byte_counter <= 0;
            end
            FSM_TIMER: begin  
                FSM_state <= (timer == 0) ? FSM_return_state : FSM_TIMER;
                timer <= (timer==0) ? 0 : timer - 1;
            end
        endcase
    end
endmodule
`timescale 1ns / 1ps
module camera_configure
    #(
    parameter CLK_FREQ=25000000
    )
    (
    input wire clk,
    input wire start,
    output wire sioc,
    output wire siod,
    output wire done
    );
    wire [7:0] rom_addr;
    wire [15:0] rom_dout;
    wire [7:0] SCCB_addr;
    wire [7:0] SCCB_data;
    wire SCCB_start;
    wire SCCB_ready;
    wire SCCB_SIOC_oe;
    wire SCCB_SIOD_oe;
    assign sioc = SCCB_SIOC_oe ? 1'b0 : 1'bZ;
    assign siod = SCCB_SIOD_oe ? 1'b0 : 1'bZ;
    OV7670_config_rom rom1(
        .clk(clk),
        .addr(rom_addr),
        .dout(rom_dout)
        );
    OV7670_config #(.CLK_FREQ(CLK_FREQ)) config_1(
        .clk(clk),
        .SCCB_interface_ready(SCCB_ready),
        .rom_data(rom_dout),
        .start(start),
        .rom_addr(rom_addr),
        .done(done),
        .SCCB_interface_addr(SCCB_addr),
        .SCCB_interface_data(SCCB_data),
        .SCCB_interface_start(SCCB_start)
        );
    SCCB_interface #( .CLK_FREQ(CLK_FREQ)) SCCB1(
        .clk(clk),
        .start(SCCB_start),
        .address(SCCB_addr),
        .data(SCCB_data),
        .ready(SCCB_ready),
        .SIOC_oe(SCCB_SIOC_oe),
        .SIOD_oe(SCCB_SIOD_oe)
        );
endmodule
==> impl_metrics.toml <==
# implementation run metrics
[outcome]
status = "completed"

[route]
antenna_left = 0
vias_per_cell = 6.066
firstDrtPassIters = 5
drc_errors = 0
wl_microns = 16520
num_antenna_cells = 0
drt-wirelength-per-cell_microns = 17.39
drt_iter0_markers = 506
vias = 5763

[floorplan]
rows = 43
core_sq_mm = 0.01393
chip_area_sq_mm = 0.01481
fp_util = 0.5141
ios = 5
die_w_microns = 121.7
die_y_microns = 121.7

[logic_synthesis]
ff_type = "edfxtp_1"
synth_warnings = 5
yosys-stat-area_sq_mm = 0.007164
synthesis.area_sq_mm = 0.007164
synth.distinct_cells = 62
yosysCellCount = 795
edf_count = 91
syn_area_per_cell_sq_um = 9.012
numSynthFlops = 107
yosys.area.top_type = "edfxtp_1"
synth_top_area_share = 0.3814
synth_cells = 795
async_flop_share = 0
topCellsByArea = "edfxtp_1 38%, nor2_1 5.7%, xnor2_1 4.8%, dfxtp_1 4.5%, ha_1 4.2%"
synth.yosys.seq_area_share = 0.4261

[final_timing]
period_needed_ns = 3.298
rsz0062_at_grt = "false"
finalCritPeriodShare = 0.4072
finalSetupTns_ns = 0
tightest_slew_ns = 0.7576
final_max_slew_viol_count = 0
clock-skew-final_ns = 0.01197
setup_viol = 0
slew_headroom = 0.4949
finalWorstSetupSlack_ns = 4.802
finalHoldViolCount = 0
timing.fmax_ghz = 0.3032

[clock_network]
cts-root-buf = "clkbuf_16"
max-clock-path-buffers = 2
clock_latency_ns = 0.34
cts_buffers = 9
postCtsSetupRepairBufs = 0
cts_tree = "built"
cts_sinks = 107
path_clk_slew_ns = 0.07
cts-hold-fix-buffers = 0
post_cts_resized = 0
htree_levels = 3

[setup_path]
max_stage_delay_ns = 0.63
worst-setup-path-type = "reg2reg"
endpoint_kind = "register"
setup.worst_path.start_class = "register"
worstPathCellList = "or4_1 -> or4_1 -> nor4_1 -> buf_4 -> nand2b_1 -> buf_4 -> a21oi_1"
arrival_ns = 3.38
r2r_start = "SCCB1.timer[15]$_DFFE_PP_"
crit_start = "SCCB1.timer[15]$_DFFE_PP_"
cp.required_ns = 8.18
slowest_stage = "or4_1"
endpoint = "SCCB1.timer[25]$_DFFE_PP_"
r2r_slack_ns = 4.80
cp_max_fo = 13
worstRegToRegCells = 7
timing.rr.end = "SCCB1.timer[25]$_DFFE_PP_"

[placement]
hpwl_microns = 11090
post-place-ws_ns = 4.878
dp_cells = 934
port_buffers = 2
routabilityCongestion = 0.9485

[hold_path]
hold_path_depth = 2
min_path_type = "reg2reg"

[finish]
finalCoreUtilization = 0.5410
syn2layout_area_growth_pct = 5.222
final_cell_mix = "108 x nor2_1, 91 x edfxtp_1, 57 x nand2_1"
fin_cells = 950
final_common_cell = "nor2_1"
post_route_cells_drive_above_1_share = 0.05584

[global_routing]
grt_pass1_wl_microns = 27590
grt_antenna_before_repair = 0
met2_usage = 0.3604
grt.busiest_layer = "met1"
use_met1 = 0.4167
grt_max_degree = 78
use_met3 = 0.03960
overflow = 0
grt_usage = 0.2474
grt_pass1_vias = 5396

[power_and_ir_drop]
p_per_area_mw_per_mm2 = 320.0
p_leak_nw = 2.474
peakVddDrop_mv = 0.1584

[flow_run]
maxCapViolations = 0
openroad.warnings = 41
[cells in the mapped netlist (all sizes together) (3+ instances only)]
library cell	n
a22oi	6
nor3b	5
nor3	38
nand2	57
nor4	16
dfxtp	16
buf	16
inv	20
mux2i	8
o2111ai	4
clkbuf	40
nand3	22
a211oi	7
o211ai	12
xnor2	39
nor2b	18
xor2	20
nand4	10
o41ai	3
nand2b	19
a31oi	5
ha	24
or4	11
nor2	108
a2111oi	3
a21oi	41
and2	5
o21ai	46
a221oi	4
nand3b	4
or3	16
o21a	5
o31ai	12
o221ai	3
edfxtp	91
o311ai	4
a21o	4
and3	3
or2	6
[critical path: cells and delay by family, from the launching register on]
family                 cells  cell delay, ns
buffers and inverters      2            0.53
and+or+nand+nor            4            1.99
AOI/OAI and AO/OA          1            0.06
DFF                        1            0.45
[per-stage QoR]
| stage | cell area (sq um) | total power [mW] | hold WS [ns] |
|---|---|---|---|
| 6_report | 7538 | 2.412 | 0.5521 |
| 5_1_grt | 7538 | 2.592 | 0.5969 |
| 4_1_cts | 7538 | 2.412 | 0.5515 |
| 3_5_place_dp | 7261 | 1.996 | 0.5308 |
| 3_3_place_gp | 7261 | 1.988 | 0.5405 |
| 2_1_floorplan | 7168 | 1.727 | 0.5067 |
[registers in the layout (all words and copies together), names as in the netlist]
| signal | count |
|---|---|
| SCCB1.FSM_return_state | 4 |
| SCCB1.byte_counter | 2 |
| config_1.done | 1 |
| SCCB1.byte_index | 4 |
| config_1.timer | 32 |
| SCCB1.ready | 1 |
| SCCB1.FSM_state | 4 |
| config_1.FSM_state | 2 |
| SCCB1.timer | 32 |
| config_1.SCCB_interface_start | 1 |
| rom1.dout | 16 |
| config_1.rom_addr | 8 |
[kinds of logic after synthesis]
kind of cell / Yosys count / share of synthesized area
mux: 11 / 0.01746
compound gates: 173 / 0.1586
simple gates: 343 / 0.2380
flops: 107 / 0.4261
other cells: 1 / 0.0005234
xor+xnor: 59 / 0.07213
buf+inv: 77 / 0.04523
fa+ha+maj: 24 / 0.04191
[worst min path at each step]
| stage | startpoint | end |
|---|---|---|
| after global routing | SCCB1.FSM_return_state[1]$_DFFE_PP_ | SCCB1.FSM_state[1]$_DFFE_PP_ |
| after CTS | SCCB1.FSM_return_state[1]$_DFFE_PP_ | SCCB1.FSM_state[1]$_DFFE_PP_ |
| final | SCCB1.FSM_return_state[1]$_DFFE_PP_ | SCCB1.FSM_state[1]$_DFFE_PP_ |
[per-layer routing]
metal,vias to the layer above,part of all wire
met5,-,0
met4,0,0.018
met3,19,0.052
met2,182,0.45
met1,2723,0.48
li1,2839,-
[report_power, final]
part / internal (mW) / total [mW] / switching [mW]
logic: 0.388 / 1.11 / 0.723
clock network: 0.213 / 0.409 / 0.196
registers: 0.788 / 0.892 / 0.104
[cell type report]
type / count / area (sq um)
fill: 1232 / 6396
multi-input combinational: 612 / 3794
sequential: 107 / 3053
clock buffer: 11 / 232.7
tap: 180 / 225.2
timing repair buffer: 14 / 110.1
inverter: 21 / 78.83
clock inverter: 5 / 45.04
Power and IR drop assume default switching activity.
