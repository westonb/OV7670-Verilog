`flow/run.sh`:
```
#!/bin/bash
# OpenROAD 26Q1-2900-gdf79404cd8, Yosys 0.63+post, stock flow scripts
make -C /OpenROAD-flow-scripts/flow DESIGN_CONFIG=/design/flow/config.mk WORK_HOME=/design/flow/orfs finish
```
`flow/constraint.sdc`:
```
current_design camera_read

set clk_period 1.7
set clk_io_pct 0.2

create_clock -name clk0 -period $clk_period [get_ports {p_clock}]

set non_clock_inputs [all_inputs -no_clocks]
set_input_delay [expr $clk_period * $clk_io_pct] -clock clk0 $non_clock_inputs
set_output_delay [expr $clk_period * $clk_io_pct] -clock clk0 [all_outputs]
```
`flow/config.mk`:
```
export PLATFORM = sky130hd
export DESIGN_NAME = camera_read
export DESIGN_NICKNAME = camera_read
export VERILOG_FILES = /design/flow/design.v
export SDC_FILE = /design/flow/constraint.sdc
export NUM_CORES = 4
export LEC_CHECK = 1
export CORE_AREA = 10 10 79 79
export DIE_AREA = 0 0 89 89
```
`flow/design.v`:
```
`timescale 1ns / 1ps
module camera_read(
	input wire p_clock,
	input wire vsync,
	input wire href,
	input wire [7:0] p_data,
	output reg [15:0] pixel_data =0,
	output reg pixel_valid = 0,
	output reg frame_done = 0
    );
	reg [1:0] FSM_state = 0;
    reg pixel_half = 0;
	localparam WAIT_FRAME_START = 0;
	localparam ROW_CAPTURE = 1;
	always@(posedge p_clock)
	begin 
	case(FSM_state)
	WAIT_FRAME_START: begin  
	   FSM_state <= (!vsync) ? ROW_CAPTURE : WAIT_FRAME_START;
	   frame_done <= 0;
	   pixel_half <= 0;
	end
	ROW_CAPTURE: begin 
	   FSM_state <= vsync ? WAIT_FRAME_START : ROW_CAPTURE;
	   frame_done <= vsync ? 1 : 0;
	   pixel_valid <= (href && pixel_half) ? 1 : 0; 
	   if (href) begin
	       pixel_half <= ~ pixel_half;
	       if (pixel_half) pixel_data[7:0] <= p_data;
	       else pixel_data[15:8] <= p_data;
	   end
	end
	endcase
	end
endmodule
```
==> results.cfg <==
; physical design summary
[grt]
antenna_found_initial = 0
track_usage_pct = 3.39
grt_max_degree = 13
gr-total-overflow = 0
grt_pass1_wl_mm = 1.95
grt_pass1_vias = 368

[route]
drt-met1-wl_um = 438
drt_wl_total_mm = 1.32
post_drt_wl_per_cell_um = 11.5
met3_length_um = 217
drt.antenna.violating_nets = 0
num_vias = 341
first_pass_iters = 3
wl_met2_um = 662
num_antenna_cells = 0
drt_first_iter_violations = 11
highest_layer = met4
avgViaCountPerCell = 2.97
remaining_drc_errors = 0

[die]
die-width_um = 89
die_h_um = 89
chipArea_um2 = 7920
io_pins = 29
coreArea_um2 = 4660
rows = 25
fp_util_pct = 13.4

[final_layout]
fin_util_pct = 23.2
n_fill_cell = 479
lay_top_cells = clkdlybuf4s50_1 (28), edfxtp_1 (18), clkbuf_8 (3)
lay_top_count = clkdlybuf4s50_1
fin_cells = 115
drive_gt1_share_pct = 9.84
fin_area_um2 = 1080
area_growth_pct = 73.5

[logic_synthesis]
synthXorXnorAreaFrac_pct = 0
top_area_share_pct = 86.6
syn_avg_cell_area_um2 = 23.1
synthAoiAreaFrac_pct = 0
ys_seq_share_pct = 93.0
ys_seq_elements = 20
netlist_area_um2 = 624
ys_warn_count = 1
muxShareOfSynthArea_pct = 0
synth_cell_types = 8
syn_inst = 27
area_leaders = edfxtp_1 (87%), dfxtp_1 (6.4%), and2_1 (2.0%)
synthTopLogicFamily = simple AND/OR/NAND/NOR gates
ys_chip_area_um2 = 624
simple_gate_share_pct = 6.41
ys_sh_adder_pct = 0
yosysTopAreaCell = edfxtp_1
ys_cells = 27

[placement]
io_buffers = 28
post_dp_cell_area_um2 = 1010
globalplace.congestion = 0.643
dp.cells = 111

[clocking]
ctsHoldBuffers = 0
clock-sinks = 20
cts-root-buf = clkbuf_8
clockBufferDepth = 2
clk_latency_ps = 250
cts_buffers = 3
clkTransAtPathRegs_ps = 70
cts_setup_buffers = 0
htree_levels = 1
cts_tree = done
cts_resized = 0

[timing]
tightest_slew_ps = 154
maxSlewHeadroom_pct = 89.7
setup_viol = 0
hold_viol_final = 0
rsz0062_at_grt = no
finClkSkew_ps = 1.17
min_period_over_period_pct = 82.1
setup_tns_ps = 0
fmax_ghz = 0.717
min_period_ps = 1400
drv_slew = 0

[critical_path]
path_cells = clkdlybuf4s50_1
slowest_stage = clkdlybuf4s50_1
cp_top_family = buffers and inverters
critPathRequiredTime_ps = 1360
cp_slowest_stage_delay_ps = 480
cp-start-kind = register
worstPathArrival_ps = 1060
critPathMaxFanout = 1
path_class = register to output pin
timing.critical_path.buf_inv = 1
crit_path_end_kind = output pin

[run_status]
status = complete, no violations

[pwr]
power_density_nw_per_um2 = 1010
vdd_drop_max_uv = 642
p_leak_uw = 0.000374

[hold_path]
min_path_type = register to register

[run]
warning_count = 25
drv_cap = 0
[cell families (layout without fill, tap and decap cells)]
family / count (synthesis) / after routing
buffers and inverters: 1 / 35
flip-flops: 20 / 20
AND/OR/NAND/NOR: 6 / 6
[registers in the layout (all words and copies together) (netlist names)]
signal,flops
pixel_half,1
frame_done,1
pixel_valid,1
FSM_state,1
pixel_data,16
[where the power goes]
part / switching [uW] / total (uW) / leakage (uW) / internal (uW)
Sequential: 6.59 / 565 / 0.000185 / 558
Combinational: 19.2 / 75.0 / 0.000154 / 55.8
Clock: 140 / 453 / 0.0000357 / 314
[final timing paths]
| path | startpoint | end | slack [ps] | cells after the start |
|---|---|---|---|---|
| hold reg to reg | FSM_state[0] | pixel_valid | 520 | 0 |
| setup reg to reg | pixel_half | pixel_data[11] | 590 | 2 |
| hold / removal | FSM_state[0] | pixel_valid | 520 | 0 |
| setup / recovery | pixel_data[2] | pixel_data[2] | 300 | 1 |
[through the flow]
| step | hold slack (ps) | power (uW) | setup WS (ps) |
|---|---|---|---|
| 6_report | 524 | 1090 | 304 |
| 4_1_cts | 527 | 1110 | 281 |
| 3_5_place_dp | 509 | 653 | 204 |
| 3_3_place_gp | 504 | 650 | 226 |
| 2_1_floorplan | 397 | 582 | 611 |
| 5_1_grt | 544 | 1140 | 248 |
[layout make-up]
| class | instances | area, um2 | area share, % |
|---|---|---|---|
| Sequential cell | 20 | 581 | 53.6 |
| Timing Repair Buffer | 30 | 320 | 29.6 |
| Tap cell | 54 | 67.6 | 6.24 |
| Clock buffer | 3 | 41.3 | 3.81 |
| Multi-Input combinational cell | 6 | 40.0 | 3.70 |
| Clock inverter | 1 | 30.0 | 2.77 |
| Inverter | 1 | 3.75 | 0.346 |
[per-layer routing]
layer  track usage (%)  vias to the layer above
met5                 0                        -
met4             0.145                        0
met3              2.57                        2
met2              5.92                       18
met1              3.28                      153
li1                  -                      168
[cell usage after synthesis (all sizes together)]
master,number
and3,1
inv,1
dfxtp,2
edfxtp,18
nand2b,1
and2,2
nor2b,1
and3b,1
Power figures rest on the tool's default switching activity, not on a simulated workload.
